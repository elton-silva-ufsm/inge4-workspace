$ cat ./design.v
function automatic logic [4:0] antilog_table (input int idx);
    case (idx)
        0:  antilog_table = 5'b00001;  
        1:  antilog_table = 5'b00010;  
        2:  antilog_table = 5'b00100;  
        3:  antilog_table = 5'b01000;  
        4:  antilog_table = 5'b10000;  
        5:  antilog_table = 5'b00101;  
        6:  antilog_table = 5'b01010;  
        7:  antilog_table = 5'b10100;  
        8:  antilog_table = 5'b01101;  
        9:  antilog_table = 5'b11010;  
        10: antilog_table = 5'b10001;  
        11: antilog_table = 5'b00111;  
        12: antilog_table = 5'b01110;  
        13: antilog_table = 5'b11100;  
        14: antilog_table = 5'b11101;  
        15: antilog_table = 5'b11111;  
        16: antilog_table = 5'b11011;  
        17: antilog_table = 5'b10011;  
        18: antilog_table = 5'b00011;  
        19: antilog_table = 5'b00110;  
        20: antilog_table = 5'b01100;  
        21: antilog_table = 5'b11000;  
        22: antilog_table = 5'b10101;  
        23: antilog_table = 5'b01111;  
        24: antilog_table = 5'b11110;  
        25: antilog_table = 5'b11001;  
        26: antilog_table = 5'b10111;  
        27: antilog_table = 5'b01011;  
        28: antilog_table = 5'b10110;  
        29: antilog_table = 5'b01001;  
        30: antilog_table = 5'b10010;  
        31: antilog_table = 5'b00000;  
        default: antilog_table = 5'b00000;
    endcase
endfunction
function automatic int log_table (input logic [4:0] val);
    case (val)
        5'd0 : log_table = 5'd31;  
        5'd1 : log_table = 5'd0 ;  
        5'd2 : log_table = 5'd1 ;  
        5'd3 : log_table = 5'd18;  
        5'd4 : log_table = 5'd2 ;  
        5'd5 : log_table = 5'd5 ;  
        5'd6 : log_table = 5'd19;  
        5'd7 : log_table = 5'd11;  
        5'd8 : log_table = 5'd3 ;   
        5'd9 : log_table = 5'd29;  
        5'd10: log_table = 5'd6 ;  
        5'd11: log_table = 5'd27;  
        5'd12: log_table = 5'd20;  
        5'd13: log_table = 5'd8 ;  
        5'd14: log_table = 5'd12;  
        5'd15: log_table = 5'd23;  
        5'd16: log_table = 5'd4 ;   
        5'd17: log_table = 5'd10;   
        5'd18: log_table = 5'd30;  
        5'd19: log_table = 5'd17;  
        5'd20: log_table = 5'd7 ;  
        5'd21: log_table = 5'd22;  
        5'd22: log_table = 5'd28;  
        5'd23: log_table = 5'd26;  
        5'd24: log_table = 5'd21;  
        5'd25: log_table = 5'd25;  
        5'd26: log_table = 5'd9 ;  
        5'd27: log_table = 5'd16;  
        5'd28: log_table = 5'd13;  
        5'd29: log_table = 5'd14;  
        5'd30: log_table = 5'd24;  
        5'd31: log_table = 5'd15;  
        default:  log_table = 5'd0;
    endcase
endfunction
function automatic logic [4:0] gf_mult(input logic [4:0] a, input logic [4:0] b);
    int sum;
    begin
        if (a == 0 || b == 0)
            gf_mult = 4'b0000;
        else begin
            sum = log_table(a) + log_table(b);
            if (sum >= 31) sum -= 31;
            gf_mult = antilog_table(sum);
        end
    end
endfunction
function automatic logic [4:0] gf_pow(input int exp);
    int idx;
    begin
        idx = exp % 'd31;
        gf_pow = antilog_table(idx);
    end
endfunction
function automatic logic [4:0] gf_div(input logic [4:0] a, input logic [4:0] b);
    int diff;
    begin
        if (a == 0)
            gf_div = 4'd0;
        else if (b == 0)
            gf_div = 4'd0;
        else begin
            diff = log_table(a) - log_table(b);
            if (diff < 0) diff += 31;
            gf_div = antilog_table(diff);
        end
    end
endfunction
module gf_multiplier (
    input  logic [4:0] a,
    input  logic [4:0] b,
    output logic [4:0] p
);
    always_comb begin
        p = gf_mult(a, b);
    end
endmodule
module gf_divider (
    input  logic [4:0] a,
    input  logic [4:0] b,
    output logic [4:0] q
);
    always_comb begin
        q = gf_div(a, b);
    end
endmodule
module gf_power (
    input  logic [4:0] a,
    output logic [4:0] y
);
    always_comb begin
        y = gf_pow(a);
    end
endmodule
module xor_5 (
    input  logic [4:0] a,
    input  logic [4:0] b,
    output logic [4:0] y
);
assign y = a^b;
endmodule
module ff_5 (
    input logic clk,
    input logic rst,
    input logic [4:0] a,
    output logic [4:0] q
);
    always_ff @(posedge clk or negedge rst) begin
        if (!rst) begin
            q <= 0;
        end else begin
            q <= a;
        end
    end
endmodule
module bch_31_corrector (
    input logic [30:0] corruptedWord,
    input logic [30:0] errorVector,
    output logic [30:0] correctedWord
);
assign correctedWord = corruptedWord ^ errorVector;
endmodule
module ff_31 (
    input logic clk,
    input logic rst,
    input logic [30:0] a,
    output logic [30:0] q
);
    always_ff @(posedge clk or negedge rst) begin
        if (!rst) begin
            q <= 0;
        end else begin
            q <= a;
        end
    end
endmodule
module bch_31_syndrome(
    input  logic [30:0] codeword,
    output logic [ 4:0] S1,
    output logic [ 4:0] S2,
    output logic [ 4:0] S3,
    output logic [ 4:0] S4
);
    always_comb begin
        S1 = 5'b00000;
        S2 = 5'b00000;
        S3 = 5'b00000;
        S4 = 5'b00000;
        for (int i = 0; i < 31; i++) begin
            if (codeword[i]) begin
                S1 ^= gf_pow(i);
                S2 ^= gf_pow(2*i);
                S3 ^= gf_pow(3*i);
                S4 ^= gf_pow(4*i);
            end
        end
    end
endmodule
module bch_31_bm_comb (
    input  logic [4:0] S1,
    input  logic [4:0] S2,
    input  logic [4:0] S3,
    input  logic [4:0] S4,
    output logic [4:0] lambda1,
    output logic [4:0] lambda2
);
logic [4:0] Q1, Q2, Q3, Q4, Q5, Q6;
logic [4:0] sum1, sum2;
logic [4:0] delta;
logic [4:0] D1, D2, D3;
gf_multiplier u_mult1 (.a(S2), .b(S2), .p(Q1));  
gf_multiplier u_mult2 (.a(S1), .b(S3), .p(Q2));  
gf_multiplier u_mult3 (.a(S3), .b(S2), .p(Q3));  
gf_multiplier u_mult4 (.a(S1), .b(S4), .p(Q4));  
gf_multiplier u_mult5 (.a(S2), .b(S4), .p(Q5));  
gf_multiplier u_mult6 (.a(S3), .b(S3), .p(Q6));  
gf_divider u_div1 (.a(S2), .b(S1), .q(D1));  
gf_divider u_div2 (.a(sum1), .b(delta), .q(D2));  
gf_divider u_div3 (.a(sum2), .b(delta), .q(D3));  
xor_5 u_xor1 (.a(Q3), .b(Q4), .y(sum1));  
xor_5 u_xor2 (.a(Q5), .b(Q6), .y(sum2));  
xor_5 u_xor3 (.a(Q1), .b(Q2), .y(delta));  
always_comb begin
    if (delta == 5'd0) begin
        lambda1 = D1;
        lambda2 = 5'd0;
    end else begin
        lambda1 = D2;
        lambda2 = D3;
    end
end
endmodule
module bch_31_chien (
    input  logic [4:0] lambda1,
    input  logic [4:0] lambda2, 
    output logic [30:0] error_vector,  
    output logic        error_found
);
    logic [4:0] alpha_neg_i, alpha_neg_i_sq;
    logic [4:0] eval1, eval2, sum;
    always_comb begin
        error_vector = 31'b0;
        for (int i = 0; i < 31; i++) begin
            alpha_neg_i    = gf_pow((31 - i) % 31);    
            alpha_neg_i_sq = gf_mult(alpha_neg_i, alpha_neg_i);  
            eval1 = gf_mult(lambda1, alpha_neg_i);
            eval2 = gf_mult(lambda2, alpha_neg_i_sq);
            sum = 5'd1 ^ eval1 ^ eval2;  
            error_vector[i] = (sum == 5'd0);
        end
    end
    assign error_found = |error_vector;
endmodule
module bch_31_top (
    input  logic [30:0] codeword,
    output logic [30:0] corrected_codeword_o,
    output logic        error_detected
);
logic [4:0] S1, S2, S3, S4;
logic [4:0] lambda1, lambda2;
logic [30:0] error_vector;
bch_31_syndrome u_syndrome (
    .codeword(codeword),
    .S1(S1),
    .S2(S2),
    .S3(S3),
    .S4(S4)
);
bch_31_bm_comb u_bm (
    .S1(S1),
    .S2(S2),
    .S3(S3),
    .S4(S4),
    .lambda1(lambda1),
    .lambda2(lambda2)
);
bch_31_chien u_chien (
    .lambda1(lambda1),
    .lambda2(lambda2),
    .error_vector(error_vector),
    .error_found(error_detected)
);
assign corrected_codeword_o = codeword ^ error_vector;
endmodule
module bm_stage_1 (
    input logic clk,
    input logic rst,
    input logic [3:0] S1,
    input logic [3:0] S2,
    input logic [3:0] S3,
    output logic [3:0] l1_1,
    output logic [3:0] S1_o,
    output logic [3:0] S2_o,
    output logic [3:0] S3_o
);
logic [3:0] div1;
gf_divider  u_div1 (.a(S2),  .b(S1), .q(div1));
always_ff @(posedge clk or negedge rst) begin
    if (!rst) begin
        l1_1 <= 0;
        S1_o <= 0;
        S2_o <= 0;
        S3_o <= 0;
    end else begin
        l1_1 <= div1;
        S1_o <= S1;
        S2_o <= S2;
        S3_o <= S3;
    end
end
endmodule
$ cat ./run.sh
#!/bin/bash
# OpenROAD 26Q1-2900-gdf79404cd8, Yosys 0.63+post, stock flow scripts
make -C /OpenROAD-flow-scripts/flow DESIGN_CONFIG=/design/flow/config.mk WORK_HOME=/design/flow/orfs finish
$ cat ./constraint.sdc
current_design bm_stage_1

set clk_period 1.0
set clk_io_pct 0.2

create_clock -name clk0 -period $clk_period [get_ports {clk}]

set non_clock_inputs [all_inputs -no_clocks]
set_input_delay [expr $clk_period * $clk_io_pct] -clock clk0 $non_clock_inputs
set_output_delay [expr $clk_period * $clk_io_pct] -clock clk0 [all_outputs]
$ cat ./config.mk
export PLATFORM = sky130hd
export DESIGN_NAME = bm_stage_1
export DESIGN_NICKNAME = bm_stage_1
export VERILOG_FILES = /design/flow/design.v
export SDC_FILE = /design/flow/constraint.sdc
export NUM_CORES = 4
export LEC_CHECK = 1
export CORE_UTILIZATION = 30
==> impl_metrics.env <==
# flow metrics
export IMPL_grtUsageTotal=0.1624
export IMPL_min_from="S2[0]"
export IMPL_antenna_found_initial=0
export IMPL_place_ws_ns=-2.960
export IMPL_worstPathMaxFanout=4
export IMPL_overflow=0
export IMPL_fp_util=0.3200
export IMPL_worst_pin_slew_ns=0.3632
export IMPL_n_antenna_cell=0
export IMPL_fmax_ghz=0.3163
export IMPL_cts_buffers=3
export IMPL_grt_pass1_vias=1721
export IMPL_die_w_microns=79.58
export IMPL_syn_avg_cell_area_sq_um=9.503
export IMPL_cts_sinks=16
export IMPL_wirelength_microns=4912
export IMPL_die_area_sq_mm=0.006332
export IMPL_drt_initial_drc_count=73
export IMPL_min_period_ns=3.162
export IMPL_violations="setup timing"
export IMPL_yosys_stat_cells=190
export IMPL_min_path_type="primary input to register"
export IMPL_cp_endpoint="l1_1[1]$_DFF_PN0_"
export IMPL_cts_clk_slew_worst_paths_ns=0.06
export IMPL_cts_path_max_buffers=2
export IMPL_synth_edff_count=0
export IMPL_setup_viol=4
export IMPL_yosys_warnings=5
export IMPL_die_h_microns=79.58
export IMPL_worstPathArrival_ns=3.29
export IMPL_cp_startpoint="S1[1]"
export IMPL_slew_limit_headroom=0.7567
export IMPL_drc=0
export IMPL_num_rows=27
export IMPL_syn_cell_area_sq_mm=0.001805
export IMPL_cts_hold_buffers=0
export IMPL_yosysSeqAreaShare=0.2218
export IMPL_fp_coreArea_sq_mm=0.005642
export IMPL_drt_wirelength_per_cell_microns=13.49
export IMPL_ys_flop_type="dfrtp_1"
export IMPL_finalHoldViolCount=0
export IMPL_ant_nets=0
export IMPL_synthArstFlopShare=1.000
export IMPL_synth_distinct_cells=61
export IMPL_grt_pass1_wl_microns=8100
export IMPL_endpoint_kind="register"
export IMPL_pwr_density_cell_mw_per_mm2=2210
export IMPL_yosys_area_sq_mm=0.001805
export IMPL_dp_hpwl_microns=3587
export IMPL_cap_violations=0
export IMPL_cts_root_buf="clkbuf_8"
export IMPL_start_kind="primary input"
export IMPL_place_congestion=0.8548
export IMPL_crit_type="primary input to register"
export IMPL_post_route_period_util=3.162
export IMPL_rsz0062_at_grt="true"
export IMPL_tool_warnings=42
export IMPL_outcome="complete, but fails checks"
export IMPL_ir_drop_mv=1.539
export IMPL_syn_to_final_growth_pct=76.65
export IMPL_portBuffers=29
export IMPL_p_leak_nw=1.401
export IMPL_hold_slack_ns=0.2186
export IMPL_cts_tree="done"
export IMPL_dr_pass1_iters=4
export IMPL_postSynthCellCount=190
export IMPL_drv_slew=0
export IMPL_setup_slack_ns=-2.162
export IMPL_grt_max_degree=17
export IMPL_vias=1758
export IMPL_ioPinCount=30
export IMPL_vias_per_cell=4.830
export IMPL_drive_above_1_share=0.5959
export IMPL_htreeDepth=1
export IMPL_critPathRequiredTime_ns=1.13
export IMPL_numSynthFlops=16
## cells in the mapped netlist, drive strengths merged (3+ instances only)
cell type | n | share of area
nand2 | 13 | 0.028
xnor2 | 5 | 0.043
xor2 | 5 | 0.049
mux2i | 5 | 0.028
o31ai | 3 | 0.012
clkbuf | 5 | 0.010
o32ai | 3 | 0.019
o31a | 3 | 0.015
inv | 14 | 0.029
nor3 | 4 | 0.014
nand3 | 5 | 0.021
nor2b | 6 | 0.021
o21ai | 4 | 0.011
dfrtp | 16 | 0.22
o22ai | 3 | 0.010
a211oi | 3 | 0.012
a21oi | 14 | 0.041
o211ai | 3 | 0.015
nand2b | 6 | 0.021
ha | 23 | 0.16
nor2 | 14 | 0.029
## power by group
| group | internal (mW) | switching (mW) | total [mW] |
|---|---|---|---|
| Combinational | 3.14 | 2.61 | 5.75 |
| Sequential | 0.716 | 0.0157 | 0.732 |
| Clock | 0.349 | 0.216 | 0.565 |
## registers in the layout, summed over array words and instances (netlist names)
signal and cells:
l1_1 4, S1_o 4, S3_o 4, S2_o 4
## how the worst min path moves through the flow
stage	endpoint	slack [ns]	cells past startpoint
global route	S2_o[0]$_DFF_PN0_	0.22	2
finish	S2_o[0]$_DFF_PN0_	0.22	2
CTS	S2_o[0]$_DFF_PN0_	0.21	2
## worst max-delay path, stage by stage
cell      delay (ns)
buf_2           0.14
inv_2           0.06
ha_4            0.22
nand2b_4        0.16
o211ai_1        0.10
o31a_1          0.26
ha_4            0.23
and2_4          0.14
a221oi_4        0.30
buf_4           0.18
nand3_2         0.07
a21boi_4        0.15
buf_6           0.13
buf_12          0.12
ha_4            0.15
or3_1           0.38
a21oi_1         0.19
o32ai_2         0.09
## metrics by stage
stage                       util  std cells  cell area [sq um]  setup TNS [ns]  power [mW]
after global routing      0.5653        364               3189          -8.631       7.502
after floorplan                -        190               1938          -8.879       3.519
after detailed placement  0.4837        343               2729          -11.74       4.954
after global placement    0.4837        343               2729          -11.69       4.922
final                     0.5653        364               3189          -8.183       7.047
after CTS                 0.5507        362               3107          -8.567       6.574
## per-layer routing
| metal | wire, microns | part of all wire | global-route usage |
|---|---|---|---|
| met3 | 173 | 0.035 | 0.005800 |
| met2 | 2137 | 0.44 | 0.2496 |
| met5 | 0 | 0 | 0 |
| met4 | 38 | 0.0077 | 0.02000 |
| met1 | 2563 | 0.52 | 0.2621 |
## cell type report
cell class	count	area [sq um]
multi-input combinational	153	1739
tap	72	90.09
timing repair buffer	105	845.8
sequential	16	400.4
clock buffer	4	55.05
inverter	14	58.81
fill	458	2452
## kinds of logic (layout without fill, tap and decap cells)
group                      Yosys count  count (layout)  synth area share
adders and majority gates           25              25            0.1816
xor gates and xnor gates            10              10           0.09217
muxes                                9               9           0.06514
and+or+nand+nor                     59              59            0.1788
buffers and inverters               21             123           0.04990
AOI/OAI and AO/OA                   50              50            0.2107
DFF                                 16              16            0.2218
## cell usage in the layout (no fill, tap or decap), types with 7 or more instances in the layout
cell type / synthesis / layout
ha_1: 23 / 10
nor2_1: 14 / 11
buf_6: 1 / 12
a21oi_1: 13 / 8
dfrtp_1: 16 / 16
clkbuf_2: 0 / 16
ha_4: 0 / 11
buf_4: 1 / 61
nand2_1: 12 / 12
inv_1: 14 / 7
## what timing repair did
item | in CTS | in global routing
setup endpoints to repair | 20 | 19
gates resized | 94 | 51
hold endpoints to repair | 0 | 0
buffers inserted | 17 | 5
gates cloned | 0 | 0
pin swaps | 23 | 27
No activity file was given, so power comes from the tool's default toggle rates.
