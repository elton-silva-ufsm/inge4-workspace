[/design/flow/config.mk]
export PLATFORM = sky130hd
export DESIGN_NAME = bm_stage_3
export DESIGN_NICKNAME = bm_stage_3
export VERILOG_FILES = /design/flow/design.v
export SDC_FILE = /design/flow/constraint.sdc
export NUM_CORES = 4
export LEC_CHECK = 1
export CORE_AREA = 10 10 86 86
export DIE_AREA = 0 0 96 96
[/design/flow/constraint.sdc]
current_design bm_stage_3

set clk_period 1.0
set clk_io_pct 0.2

create_clock -name clk0 -period $clk_period [get_ports {clk}]

set non_clock_inputs [all_inputs -no_clocks]
set_input_delay [expr $clk_period * $clk_io_pct] -clock clk0 $non_clock_inputs
set_output_delay [expr $clk_period * $clk_io_pct] -clock clk0 [all_outputs]
[/design/flow/design.v]
function automatic logic [4:0] antilog_table (input int idx);
    case (idx)
        0:  antilog_table = 5'b00001;  
        1:  antilog_table = 5'b00010;  
        2:  antilog_table = 5'b00100;  
        3:  antilog_table = 5'b01000;  
        4:  antilog_table = 5'b10000;  
        5:  antilog_table = 5'b00101;  
        6:  antilog_table = 5'b01010;  
        7:  antilog_table = 5'b10100;  
        8:  antilog_table = 5'b01101;  
        9:  antilog_table = 5'b11010;  
        10: antilog_table = 5'b10001;  
        11: antilog_table = 5'b00111;  
        12: antilog_table = 5'b01110;  
        13: antilog_table = 5'b11100;  
        14: antilog_table = 5'b11101;  
        15: antilog_table = 5'b11111;  
        16: antilog_table = 5'b11011;  
        17: antilog_table = 5'b10011;  
        18: antilog_table = 5'b00011;  
        19: antilog_table = 5'b00110;  
        20: antilog_table = 5'b01100;  
        21: antilog_table = 5'b11000;  
        22: antilog_table = 5'b10101;  
        23: antilog_table = 5'b01111;  
        24: antilog_table = 5'b11110;  
        25: antilog_table = 5'b11001;  
        26: antilog_table = 5'b10111;  
        27: antilog_table = 5'b01011;  
        28: antilog_table = 5'b10110;  
        29: antilog_table = 5'b01001;  
        30: antilog_table = 5'b10010;  
        31: antilog_table = 5'b00000;  
        default: antilog_table = 5'b00000;
    endcase
endfunction
function automatic int log_table (input logic [4:0] val);
    case (val)
        5'd0 : log_table = 5'd31;  
        5'd1 : log_table = 5'd0 ;  
        5'd2 : log_table = 5'd1 ;  
        5'd3 : log_table = 5'd18;  
        5'd4 : log_table = 5'd2 ;  
        5'd5 : log_table = 5'd5 ;  
        5'd6 : log_table = 5'd19;  
        5'd7 : log_table = 5'd11;  
        5'd8 : log_table = 5'd3 ;   
        5'd9 : log_table = 5'd29;  
        5'd10: log_table = 5'd6 ;  
        5'd11: log_table = 5'd27;  
        5'd12: log_table = 5'd20;  
        5'd13: log_table = 5'd8 ;  
        5'd14: log_table = 5'd12;  
        5'd15: log_table = 5'd23;  
        5'd16: log_table = 5'd4 ;   
        5'd17: log_table = 5'd10;   
        5'd18: log_table = 5'd30;  
        5'd19: log_table = 5'd17;  
        5'd20: log_table = 5'd7 ;  
        5'd21: log_table = 5'd22;  
        5'd22: log_table = 5'd28;  
        5'd23: log_table = 5'd26;  
        5'd24: log_table = 5'd21;  
        5'd25: log_table = 5'd25;  
        5'd26: log_table = 5'd9 ;  
        5'd27: log_table = 5'd16;  
        5'd28: log_table = 5'd13;  
        5'd29: log_table = 5'd14;  
        5'd30: log_table = 5'd24;  
        5'd31: log_table = 5'd15;  
        default:  log_table = 5'd0;
    endcase
endfunction
function automatic logic [4:0] gf_mult(input logic [4:0] a, input logic [4:0] b);
    int sum;
    begin
        if (a == 0 || b == 0)
            gf_mult = 4'b0000;
        else begin
            sum = log_table(a) + log_table(b);
            if (sum >= 31) sum -= 31;
            gf_mult = antilog_table(sum);
        end
    end
endfunction
function automatic logic [4:0] gf_pow(input int exp);
    int idx;
    begin
        idx = exp % 'd31;
        gf_pow = antilog_table(idx);
    end
endfunction
function automatic logic [4:0] gf_div(input logic [4:0] a, input logic [4:0] b);
    int diff;
    begin
        if (a == 0)
            gf_div = 4'd0;
        else if (b == 0)
            gf_div = 4'd0;
        else begin
            diff = log_table(a) - log_table(b);
            if (diff < 0) diff += 31;
            gf_div = antilog_table(diff);
        end
    end
endfunction
module gf_multiplier (
    input  logic [4:0] a,
    input  logic [4:0] b,
    output logic [4:0] p
);
    always_comb begin
        p = gf_mult(a, b);
    end
endmodule
module gf_divider (
    input  logic [4:0] a,
    input  logic [4:0] b,
    output logic [4:0] q
);
    always_comb begin
        q = gf_div(a, b);
    end
endmodule
module gf_power (
    input  logic [4:0] a,
    output logic [4:0] y
);
    always_comb begin
        y = gf_pow(a);
    end
endmodule
module xor_5 (
    input  logic [4:0] a,
    input  logic [4:0] b,
    output logic [4:0] y
);
assign y = a^b;
endmodule
module ff_5 (
    input logic clk,
    input logic rst,
    input logic [4:0] a,
    output logic [4:0] q
);
    always_ff @(posedge clk or negedge rst) begin
        if (!rst) begin
            q <= 0;
        end else begin
            q <= a;
        end
    end
endmodule
module bch_31_corrector (
    input logic [30:0] corruptedWord,
    input logic [30:0] errorVector,
    output logic [30:0] correctedWord
);
assign correctedWord = corruptedWord ^ errorVector;
endmodule
module ff_31 (
    input logic clk,
    input logic rst,
    input logic [30:0] a,
    output logic [30:0] q
);
    always_ff @(posedge clk or negedge rst) begin
        if (!rst) begin
            q <= 0;
        end else begin
            q <= a;
        end
    end
endmodule
module bch_31_syndrome(
    input  logic [30:0] codeword,
    output logic [ 4:0] S1,
    output logic [ 4:0] S2,
    output logic [ 4:0] S3,
    output logic [ 4:0] S4
);
    always_comb begin
        S1 = 5'b00000;
        S2 = 5'b00000;
        S3 = 5'b00000;
        S4 = 5'b00000;
        for (int i = 0; i < 31; i++) begin
            if (codeword[i]) begin
                S1 ^= gf_pow(i);
                S2 ^= gf_pow(2*i);
                S3 ^= gf_pow(3*i);
                S4 ^= gf_pow(4*i);
            end
        end
    end
endmodule
module bch_31_bm_comb (
    input  logic [4:0] S1,
    input  logic [4:0] S2,
    input  logic [4:0] S3,
    input  logic [4:0] S4,
    output logic [4:0] lambda1,
    output logic [4:0] lambda2
);
logic [4:0] Q1, Q2, Q3, Q4, Q5, Q6;
logic [4:0] sum1, sum2;
logic [4:0] delta;
logic [4:0] D1, D2, D3;
gf_multiplier u_mult1 (.a(S2), .b(S2), .p(Q1));  
gf_multiplier u_mult2 (.a(S1), .b(S3), .p(Q2));  
gf_multiplier u_mult3 (.a(S3), .b(S2), .p(Q3));  
gf_multiplier u_mult4 (.a(S1), .b(S4), .p(Q4));  
gf_multiplier u_mult5 (.a(S2), .b(S4), .p(Q5));  
gf_multiplier u_mult6 (.a(S3), .b(S3), .p(Q6));  
gf_divider u_div1 (.a(S2), .b(S1), .q(D1));  
gf_divider u_div2 (.a(sum1), .b(delta), .q(D2));  
gf_divider u_div3 (.a(sum2), .b(delta), .q(D3));  
xor_5 u_xor1 (.a(Q3), .b(Q4), .y(sum1));  
xor_5 u_xor2 (.a(Q5), .b(Q6), .y(sum2));  
xor_5 u_xor3 (.a(Q1), .b(Q2), .y(delta));  
always_comb begin
    if (delta == 5'd0) begin
        lambda1 = D1;
        lambda2 = 5'd0;
    end else begin
        lambda1 = D2;
        lambda2 = D3;
    end
end
endmodule
module bch_31_chien (
    input  logic [4:0] lambda1,
    input  logic [4:0] lambda2, 
    output logic [30:0] error_vector,  
    output logic        error_found
);
    logic [4:0] alpha_neg_i, alpha_neg_i_sq;
    logic [4:0] eval1, eval2, sum;
    always_comb begin
        error_vector = 31'b0;
        for (int i = 0; i < 31; i++) begin
            alpha_neg_i    = gf_pow((31 - i) % 31);    
            alpha_neg_i_sq = gf_mult(alpha_neg_i, alpha_neg_i);  
            eval1 = gf_mult(lambda1, alpha_neg_i);
            eval2 = gf_mult(lambda2, alpha_neg_i_sq);
            sum = 5'd1 ^ eval1 ^ eval2;  
            error_vector[i] = (sum == 5'd0);
        end
    end
    assign error_found = |error_vector;
endmodule
module bch_31_top (
    input  logic [30:0] codeword,
    output logic [30:0] corrected_codeword_o,
    output logic        error_detected
);
logic [4:0] S1, S2, S3, S4;
logic [4:0] lambda1, lambda2;
logic [30:0] error_vector;
bch_31_syndrome u_syndrome (
    .codeword(codeword),
    .S1(S1),
    .S2(S2),
    .S3(S3),
    .S4(S4)
);
bch_31_bm_comb u_bm (
    .S1(S1),
    .S2(S2),
    .S3(S3),
    .S4(S4),
    .lambda1(lambda1),
    .lambda2(lambda2)
);
bch_31_chien u_chien (
    .lambda1(lambda1),
    .lambda2(lambda2),
    .error_vector(error_vector),
    .error_found(error_detected)
);
assign corrected_codeword_o = codeword ^ error_vector;
endmodule
module bm_stage_3 (
    input logic clk,
    input logic rst,
    input logic [3:0] S1,
    input logic [3:0] l1_2,
    input logic [3:0] l2_2,
    output logic [3:0] l1,
    output logic [3:0] l2
);
wire [3:0] div1;
gf_divider    u_div1  (.a(l2_2), .b(S1), .q(div1));
always_ff @(posedge clk or negedge rst) begin
    if (!rst) begin
        l1 <= 0;
        l2 <= 0;
    end else begin
        l1 <= l1_2;
        l2 <= div1;
    end
end
endmodule
[/design/flow/run.sh]
#!/bin/bash
# OpenROAD 26Q1-2900-gdf79404cd8, Yosys 0.63+post, stock flow scripts
make -C /OpenROAD-flow-scripts/flow DESIGN_CONFIG=/design/flow/config.mk WORK_HOME=/design/flow/orfs finish
==> changes_impl.md <==
## Implementation

- Peak supply drop: 1067 uV
- Initial antenna violation count: 0
- Worst-Margin Slew: 0.3762 ns
- Hold slack final: 0.2451 ns
- Final Cell Area: 2949 sq um
- Core area: 5540 sq um
- Die H: 96 microns
- Iteration-0 DRC Markers: 65
- DR vias/cell: 4.736
- Worst Slack Setup Final: -2.193 ns
- Ports: 22
- Log Warnings: 42
- DR vias: 1634
- Clock Pin Slew Worst Setup and Hold Paths: 0.04 ns
- Register area: 200.2 sq um
- Post-synth EDFFs: 0
- RePlAce Congestion: 0.8314
- Crit-path cells: buf_8 > clkinvlp_4 > ha_4 > mux4_2 > ha_4 > and2_4 > buf_4 > o211ai_2 > buf_6 > nand3_2 > a21boi_4 > ha_4 > or3_4 > a21oi_2 > a21oi_2 > mux2_4 > o32ai_2
- Critical Path Start Type: input port
- Clk root buf: clkbuf_8
- Violations in the final reports: setup timing
- Power per cell area: 2027 nW/um^2
- Avg WL per Cell: 12.28 microns
- Vias in the first global route: 1591
- Lkg Pwr: 1.245 nW
- Die area: 9216 sq um
- Layout cells sized above 1: 59.34%
- Worst path bufs/invs: 4
- Yosys warns: 5
- Slew HR: 74.90%
- Number of fillers in the final layout: 454
- Clock net sink count: 8
- MI comb area: 1767 sq um
- Placed Cells: 329
- Non-Filler Instances: 345
- GRT Residual Overflow: 0
- Top delay family on crit path: multiplexers
- Req. time, crit path: 1.13 ns
- Yosys synthesis chip area: 1605 sq um
- Worst EP arrival: 3.32 ns
- Crit path max fanout: 4
- Ant. Diodes: 0
- CP peak stage delay: 0.51 ns
- Die width: 96 microns
- Final Hold Viols: 0
- Period utilization: 319.3%
- HPWL after DPL: 3286 microns
- Setup violations, final: 4
- Num rows: 27
- Critical path class: in -> reg
- CTS tree: done
- First-pass GRT wire length: 7217 microns
- Tot Pwr: 5.977 mW
- Port Buf Inserts: 21
- Max-slew violation count: 0
- Asr flop ratio synth: 100.0%
- DRC violations left: 0
- Buffer depth of the longest clock path: 2
- Commonest flop: dfrtp_1
- Syn Area/Cell: 8.820 sq um
- Minimum clock period: 3.193 ns
- Max-cap violations: 0
- Critical path's slowest cell: mux4_2
- RSZ-0062 raised after global routing: true
- Mapped cell area: 1605 sq um
- Initial Util: 28.97%
- TritonCTS Buffers: 3
- Yosys cell count: 182
- Final ANT Viol Nets: 0
- Distinct cell type count after synthesis: 61
- Pin count of the biggest net entering global routing: 14
- Synthesized instance count: 182
- Detailed-route wire length: 4235 microns
- Max Clk Rate: 313.2 MHz
- CP Capture Type: flop
- Place WS: -3.075 ns
- CP most frequent cell: ha_4
- Placed cell areas: 2451 sq um
- Syn-to-layout area delta: 83.71%
- Run status: finished, violations left
- GRT Util Overall: 9.327%
- Levels on crit path: 17
- Hold crit path type: in -> async
- First-pass DRT Iterations: 4
- Synth Seq Share: 12.47%
- Flops after synth: 8
- CTS H-tree depth: 1
## routing by layer
| metal | vias up | part of all wire [%] | track usage [%] |
|---|---|---|---|
| met5 | - | 0 | 0 |
| met4 | 0 | 0.94 | 0.8600 |
| met2 | 22 | 45 | 15.02 |
| li1 | 840 | - | - |
| met3 | 4 | 4.0 | 0.9434 |
| met1 | 768 | 50 | 13.71 |
## final timing paths
check                      startpoint     to  slack [ns]
min in group clk0             l1_2[0]  l1[0]        0.42
max in group asynchronous         rst  l2[1]        0.51
max                           l2_2[0]  l2[1]       -2.19
min                               rst  l1[3]        0.25
## state kept, by name (all words and copies together) (netlist names)
name,flops
l1,4
l2,4
## Yosys cell counts, types with 2 or more instances
cell / n / area (sq um)
nor2b_1: 6 / 37.54
nand3_1: 4 / 20.02
a211oi_1: 3 / 22.52
a21oi_1: 13 / 65.06
xor2_1: 2 / 17.52
xor2_4: 2 / 55.05
mux4_2: 2 / 45.04
o22ai_1: 3 / 18.77
o32ai_1: 2 / 17.52
nor2_1: 14 / 52.55
mux2i_1: 5 / 50.05
nor3_1: 3 / 15.01
o31ai_1: 3 / 22.52
ha_1: 23 / 287.8
o31a_1: 2 / 17.52
nand2b_1: 6 / 37.54
xnor2_2: 2 / 32.53
or3_1: 2 / 12.51
fa_1: 2 / 40.04
o221ai_1: 2 / 17.52
xnor2_1: 2 / 17.52
o21ai_0: 3 / 15.01
clkbuf_1: 5 / 18.77
nand2_1: 12 / 45.04
a31oi_1: 2 / 12.51
inv_1: 14 / 52.55
o211ai_1: 2 / 15.01
dfrtp_1: 8 / 200.2
## through the flow
| stage | TNS (ns) | utilization (%) |
|---|---|---|
| final | -8.176 | 53.23 |
| after global routing | -8.624 | 53.23 |
| after detailed placement | -11.78 | 44.24 |
| after floorplan | -8.879 | - |
| after CTS | -8.591 | 49.44 |
| after global placement | -11.56 | 44.24 |
## logic make-up after synthesis
kind of cell             share of synthesized area [%]
multiplexers                                     7.326
flip-flops                                       12.47
XOR/XNOR                                         10.37
buffers and inverters                            5.612
AND-OR/OR-AND                                    23.70
adder cells (fa/ha/maj)                          20.42
AND/OR/NAND/NOR                                  20.11
## final cells by class
type	count	share of cell area, %
clock buffer	3	1.400
sequential	8	6.788
tap	72	3.055
timing repair buffer	94	26.86
inverter	14	1.994
multi-input combinational	154	59.91
## cells in the final DEF, fill, tap and decap left out, types with 3 or more instances in the layout
cell type and n:
a21oi_2 6, dfrtp_1 8, buf_2 3, buf_4 59, a21oi_1 8, nand2b_1 4
nor2_1 11, xor2_4 3, nor2b_1 4, ha_2 6, ha_1 7, inv_2 7
buf_6 14, o22ai_1 3, clkdlybuf4s50_1 5, clkbuf_8 3, nand3_1 3, mux2i_1 5
ha_4 10, inv_1 5, clkdlybuf4s15_1 8, nand2_1 12, xnor2_4 3
## where the power goes
part	leakage [nW]	switching [mW]	internal (mW)
Clock	0.0216	0.113	0.260
Sequential	0.100	0.0107	0.378
Combinational	1.12	2.41	2.80
Total	1.25	2.54	3.44
## what timing repair did
action	CTS	global route
endpoints found under the setup margin	12	4
cloned	1	0
setup buffers	8	5
pin swaps	23	29
gates resized	73	48
hold buffers	0	0
Power is estimated from default activity; no workload was simulated.
