==> flow/design.v <==
module bch_31_bm (
    input  wire       clk,
    input  wire       rst,
    input  wire [4:0] S1,
    input  wire [4:0] S2,
    input  wire [4:0] S3,
    input  wire [4:0] S4,
    output wire [4:0] lambda1,
    output wire [4:0] lambda2
);
logic [4:0] Q1, Q2, Q3, Q4, Q5, Q6;
logic [4:0] sum1, sum2;
logic [4:0] delta;
logic [4:0] D1, D2, D3;
logic [4:0] lambda1_ff, lambda2_ff;
logic [4:0] sum1_ff, sum2_ff, delta_ff, D1_ff;
gf_multiplier u_mult1 (.a(S2), .b(S2), .p(Q1));  
gf_multiplier u_mult2 (.a(S1), .b(S3), .p(Q2));  
gf_multiplier u_mult3 (.a(S3), .b(S2), .p(Q3));  
gf_multiplier u_mult4 (.a(S1), .b(S4), .p(Q4));  
gf_multiplier u_mult5 (.a(S2), .b(S4), .p(Q5));  
gf_multiplier u_mult6 (.a(S3), .b(S3), .p(Q6));  
gf_divider u_div1 (.a(S2), .b(S1), .q(D1));      
xor_5 u_xor1 (.a(Q3), .b(Q4), .y(sum1));         
xor_5 u_xor2 (.a(Q5), .b(Q6), .y(sum2));         
xor_5 u_xor3 (.a(Q1), .b(Q2), .y(delta));        
ff_5 u_ff1 (.clk(clk), .rst(rst), .a(sum1),  .q(sum1_ff));   
ff_5 u_ff2 (.clk(clk), .rst(rst), .a(sum2),  .q(sum2_ff));   
ff_5 u_ff3 (.clk(clk), .rst(rst), .a(delta), .q(delta_ff));  
ff_5 u_ff4 (.clk(clk), .rst(rst), .a(D1),    .q(D1_ff));     
gf_divider u_div2 (.a(sum1_ff), .b(delta_ff), .q(D2));  
gf_divider u_div3 (.a(sum2_ff), .b(delta_ff), .q(D3));  
ff_5 u_ff5 (.clk(clk), .rst(rst), .a(lambda1_ff), .q(lambda1));  
ff_5 u_ff6 (.clk(clk), .rst(rst), .a(lambda2_ff), .q(lambda2));  
always_comb begin
    if (delta_ff == 5'd0) begin
        lambda1_ff = D1_ff;
        lambda2_ff = 5'd0;
    end else begin
        lambda1_ff = D2;
        lambda2_ff = D3;
    end
end
endmodule
function automatic logic [4:0] antilog_table (input int idx);
    case (idx)
        0:  antilog_table = 5'b00001;  
        1:  antilog_table = 5'b00010;  
        2:  antilog_table = 5'b00100;  
        3:  antilog_table = 5'b01000;  
        4:  antilog_table = 5'b10000;  
        5:  antilog_table = 5'b00101;  
        6:  antilog_table = 5'b01010;  
        7:  antilog_table = 5'b10100;  
        8:  antilog_table = 5'b01101;  
        9:  antilog_table = 5'b11010;  
        10: antilog_table = 5'b10001;  
        11: antilog_table = 5'b00111;  
        12: antilog_table = 5'b01110;  
        13: antilog_table = 5'b11100;  
        14: antilog_table = 5'b11101;  
        15: antilog_table = 5'b11111;  
        16: antilog_table = 5'b11011;  
        17: antilog_table = 5'b10011;  
        18: antilog_table = 5'b00011;  
        19: antilog_table = 5'b00110;  
        20: antilog_table = 5'b01100;  
        21: antilog_table = 5'b11000;  
        22: antilog_table = 5'b10101;  
        23: antilog_table = 5'b01111;  
        24: antilog_table = 5'b11110;  
        25: antilog_table = 5'b11001;  
        26: antilog_table = 5'b10111;  
        27: antilog_table = 5'b01011;  
        28: antilog_table = 5'b10110;  
        29: antilog_table = 5'b01001;  
        30: antilog_table = 5'b10010;  
        31: antilog_table = 5'b00000;  
        default: antilog_table = 5'b00000;
    endcase
endfunction
function automatic int log_table (input logic [4:0] val);
    case (val)
        5'd0 : log_table = 5'd31;  
        5'd1 : log_table = 5'd0 ;  
        5'd2 : log_table = 5'd1 ;  
        5'd3 : log_table = 5'd18;  
        5'd4 : log_table = 5'd2 ;  
        5'd5 : log_table = 5'd5 ;  
        5'd6 : log_table = 5'd19;  
        5'd7 : log_table = 5'd11;  
        5'd8 : log_table = 5'd3 ;   
        5'd9 : log_table = 5'd29;  
        5'd10: log_table = 5'd6 ;  
        5'd11: log_table = 5'd27;  
        5'd12: log_table = 5'd20;  
        5'd13: log_table = 5'd8 ;  
        5'd14: log_table = 5'd12;  
        5'd15: log_table = 5'd23;  
        5'd16: log_table = 5'd4 ;   
        5'd17: log_table = 5'd10;   
        5'd18: log_table = 5'd30;  
        5'd19: log_table = 5'd17;  
        5'd20: log_table = 5'd7 ;  
        5'd21: log_table = 5'd22;  
        5'd22: log_table = 5'd28;  
        5'd23: log_table = 5'd26;  
        5'd24: log_table = 5'd21;  
        5'd25: log_table = 5'd25;  
        5'd26: log_table = 5'd9 ;  
        5'd27: log_table = 5'd16;  
        5'd28: log_table = 5'd13;  
        5'd29: log_table = 5'd14;  
        5'd30: log_table = 5'd24;  
        5'd31: log_table = 5'd15;  
        default:  log_table = 5'd0;
    endcase
endfunction
function automatic logic [4:0] gf_mult(input logic [4:0] a, input logic [4:0] b);
    int sum;
    begin
        if (a == 0 || b == 0)
            gf_mult = 4'b0000;
        else begin
            sum = log_table(a) + log_table(b);
            if (sum >= 31) sum -= 31;
            gf_mult = antilog_table(sum);
        end
    end
endfunction
function automatic logic [4:0] gf_pow(input int exp);
    int idx;
    begin
        idx = exp % 'd31;
        gf_pow = antilog_table(idx);
    end
endfunction
function automatic logic [4:0] gf_div(input logic [4:0] a, input logic [4:0] b);
    int diff;
    begin
        if (a == 0)
            gf_div = 4'd0;
        else if (b == 0)
            gf_div = 4'd0;
        else begin
            diff = log_table(a) - log_table(b);
            if (diff < 0) diff += 31;
            gf_div = antilog_table(diff);
        end
    end
endfunction
module gf_multiplier (
    input  logic [4:0] a,
    input  logic [4:0] b,
    output logic [4:0] p
);
    always_comb begin
        p = gf_mult(a, b);
    end
endmodule
module gf_divider (
    input  logic [4:0] a,
    input  logic [4:0] b,
    output logic [4:0] q
);
    always_comb begin
        q = gf_div(a, b);
    end
endmodule
module gf_power (
    input  logic [4:0] a,
    output logic [4:0] y
);
    always_comb begin
        y = gf_pow(a);
    end
endmodule
module xor_5 (
    input  logic [4:0] a,
    input  logic [4:0] b,
    output logic [4:0] y
);
assign y = a^b;
endmodule
module ff_5 (
    input logic clk,
    input logic rst,
    input logic [4:0] a,
    output logic [4:0] q
);
    always_ff @(posedge clk or negedge rst) begin
        if (!rst) begin
            q <= 0;
        end else begin
            q <= a;
        end
    end
endmodule
module bch_31_corrector (
    input logic [30:0] corruptedWord,
    input logic [30:0] errorVector,
    output logic [30:0] correctedWord
);
assign correctedWord = corruptedWord ^ errorVector;
endmodule
module ff_31 (
    input logic clk,
    input logic rst,
    input logic [30:0] a,
    output logic [30:0] q
);
    always_ff @(posedge clk or negedge rst) begin
        if (!rst) begin
            q <= 0;
        end else begin
            q <= a;
        end
    end
endmodule
module bch_31_syndrome(
    input  logic [30:0] codeword,
    output logic [ 4:0] S1,
    output logic [ 4:0] S2,
    output logic [ 4:0] S3,
    output logic [ 4:0] S4
);
    always_comb begin
        S1 = 5'b00000;
        S2 = 5'b00000;
        S3 = 5'b00000;
        S4 = 5'b00000;
        for (int i = 0; i < 31; i++) begin
            if (codeword[i]) begin
                S1 ^= gf_pow(i);
                S2 ^= gf_pow(2*i);
                S3 ^= gf_pow(3*i);
                S4 ^= gf_pow(4*i);
            end
        end
    end
endmodule
module bch_31_bm_comb (
    input  logic [4:0] S1,
    input  logic [4:0] S2,
    input  logic [4:0] S3,
    input  logic [4:0] S4,
    output logic [4:0] lambda1,
    output logic [4:0] lambda2
);
logic [4:0] Q1, Q2, Q3, Q4, Q5, Q6;
logic [4:0] sum1, sum2;
logic [4:0] delta;
logic [4:0] D1, D2, D3;
gf_multiplier u_mult1 (.a(S2), .b(S2), .p(Q1));  
gf_multiplier u_mult2 (.a(S1), .b(S3), .p(Q2));  
gf_multiplier u_mult3 (.a(S3), .b(S2), .p(Q3));  
gf_multiplier u_mult4 (.a(S1), .b(S4), .p(Q4));  
gf_multiplier u_mult5 (.a(S2), .b(S4), .p(Q5));  
gf_multiplier u_mult6 (.a(S3), .b(S3), .p(Q6));  
gf_divider u_div1 (.a(S2), .b(S1), .q(D1));  
gf_divider u_div2 (.a(sum1), .b(delta), .q(D2));  
gf_divider u_div3 (.a(sum2), .b(delta), .q(D3));  
xor_5 u_xor1 (.a(Q3), .b(Q4), .y(sum1));  
xor_5 u_xor2 (.a(Q5), .b(Q6), .y(sum2));  
xor_5 u_xor3 (.a(Q1), .b(Q2), .y(delta));  
always_comb begin
    if (delta == 5'd0) begin
        lambda1 = D1;
        lambda2 = 5'd0;
    end else begin
        lambda1 = D2;
        lambda2 = D3;
    end
end
endmodule
module bch_31_chien (
    input  logic [4:0] lambda1,
    input  logic [4:0] lambda2, 
    output logic [30:0] error_vector,  
    output logic        error_found
);
    logic [4:0] alpha_neg_i, alpha_neg_i_sq;
    logic [4:0] eval1, eval2, sum;
    always_comb begin
        error_vector = 31'b0;
        for (int i = 0; i < 31; i++) begin
            alpha_neg_i    = gf_pow((31 - i) % 31);    
            alpha_neg_i_sq = gf_mult(alpha_neg_i, alpha_neg_i);  
            eval1 = gf_mult(lambda1, alpha_neg_i);
            eval2 = gf_mult(lambda2, alpha_neg_i_sq);
            sum = 5'd1 ^ eval1 ^ eval2;  
            error_vector[i] = (sum == 5'd0);
        end
    end
    assign error_found = |error_vector;
endmodule
module bch_31_top (
    input  logic [30:0] codeword,
    output logic [30:0] corrected_codeword_o,
    output logic        error_detected
);
logic [4:0] S1, S2, S3, S4;
logic [4:0] lambda1, lambda2;
logic [30:0] error_vector;
bch_31_syndrome u_syndrome (
    .codeword(codeword),
    .S1(S1),
    .S2(S2),
    .S3(S3),
    .S4(S4)
);
bch_31_bm_comb u_bm (
    .S1(S1),
    .S2(S2),
    .S3(S3),
    .S4(S4),
    .lambda1(lambda1),
    .lambda2(lambda2)
);
bch_31_chien u_chien (
    .lambda1(lambda1),
    .lambda2(lambda2),
    .error_vector(error_vector),
    .error_found(error_detected)
);
assign corrected_codeword_o = codeword ^ error_vector;
endmodule
==> flow/run.sh <==
#!/bin/bash
# OpenROAD 26Q1-2900-gdf79404cd8, Yosys 0.63+post, stock flow scripts
make -C /OpenROAD-flow-scripts/flow DESIGN_CONFIG=/design/flow/config.mk WORK_HOME=/design/flow/orfs finish
==> flow/config.mk <==
export PLATFORM = sky130hd
export DESIGN_NAME = bch_31_bm
export DESIGN_NICKNAME = bch_31_bm
export VERILOG_FILES = /design/flow/design.v
export SDC_FILE = /design/flow/constraint.sdc
export NUM_CORES = 4
export LEC_CHECK = 1
export CORE_UTILIZATION = 50
export SYNTH_MEMORY_MAX_BITS = 65536
==> flow/constraint.sdc <==
current_design bch_31_bm

set clk_period 5.4
set clk_io_pct 0.2

create_clock -name clk0 -period $clk_period [get_ports {clk}]

set non_clock_inputs [all_inputs -no_clocks]
set_input_delay [expr $clk_period * $clk_io_pct] -clock clk0 $non_clock_inputs
set_output_delay [expr $clk_period * $clk_io_pct] -clock clk0 [all_outputs]
==> impl_metrics.yaml <==
# yosys + openroad results
run_status:
  status: "complete, no violations"
drt:
  vias_per_cell: 5.65
  final_antenna_net_count: 0
  diodes: 0
  drtIter0Drc: 668
  wl_um: 28000
  post-route-drc-count: 0
  vias: 11000
  dr.pass1.iters: 7
  detail_route.wl_per_cell_um: 14.3
setup_path:
  crit_family: "buffers and inverters"
  r2r_cells: 17
  critPathBufInv: 5
  critical_path.cell_chain: "clkdlybuf4s50_1 -> buf_4 -> ha_1 -> inv_1 -> mux4_2 -> mux2_2 -> ha_1 -> nor2b_1 -> o21a_1 -> or3_4 -> nand4_1 -> nand2_2 -> buf_12 -> xnor2_4 -> ha_2 -> nor3_1 -> a211o_1 -> a311oi_2 -> buf_4 -> xnor2_1"
  start_kind: "input port"
  critPathArrivalTime_ns: 5.46
  end_kind: "register"
  slowest_stage: "clkdlybuf4s50_1"
  worst_ep_required_time_ns: 5.60
  max_stage_delay_ns: 0.49
  critical_path_class: "input port to register"
  critPathMaxFanout: 7
  crit_cells: 20
place:
  place_inst: 1937
  io_buffers: 31
  dp_worst_setup_slack_ns: -0.424
  hpwlAfterDp_um: 22500
  globalplace.congestion: 0.950
clock_network:
  clockRootBuffer: "clkbuf_16"
  cts_tree: "done"
  clk_latency_ns: 0.28
  postCtsHoldBufs: 0
  cts_sinks: 30
  htreeDepth: 2
  numCtsBuffers: 5
  clkTransAtPathRegs_ns: 0.06
  clk_path_buf_depth: 2
floorplanning:
  fp.dieH_um: 146
  die_x_um: 146
  fp-row-count: 52
  fp-utilization_pct: 51.1
  coreArea_sq_um: 20200
  ios: 32
  die_area_sq_um: 21200
layout:
  syn_to_final_growth_pct: 32.2
  instances_no_fill: 1952
  fillCellCount: 1686
  post-route-util_pct: 67.5
  drive_above_1_share_pct: 28.2
hold_path:
  hold_path_class: "register to register"
  hold_depth: 2
final_timing:
  clock_skew_ns: 0.00621
  post-route-period-util_pct: 97.5
  finalHoldViolations: 0
  fin_crit_ns: 5.26
  fin_ws_ns: 0.136
  final_max_slew_viol_count: 0
  setup-violations-final: 0
  worst_pin_slew_ns: 0.784
  whs_ns: 0.465
  fmax_mhz: 190
  slew_headroom_pct: 47.4
synth:
  avgSynthCellArea_sq_um: 7.30
  yosys_most_used_dff: "dfrtp_1"
  synthesis.instances: 1416
  synth-edff-count: 0
  synthesis.area_sq_um: 10300
  yosys_warnings: 4
  ys_types: 93
  synth-async-reset-ratio_pct: 100
  ys_cells: 1416
  yosys_area_sq_um: 10300
  synth_flop_count: 30
  synth_seq_share_pct: 7.27
global_routing:
  antenna_found_initial: 0
  overflow: 0
  grt_pass1_vias: 10000
  grt_pass1_wl_um: 47200
  grt.total_usage_pct: 26.7
  grt_max_degree: 31
run:
  warning_count: 114
  maxCapViolCount: 0
synth_stat cells (all sizes together), types with 8 or more instances:
| master | number | area share, % |
|---|---|---|
| nor2b | 25 | 1.5 |
| a221oi | 10 | 0.85 |
| a22oi | 10 | 0.86 |
| nand2 | 121 | 4.4 |
| a21oi | 113 | 5.5 |
| o22ai | 11 | 0.80 |
| a211o | 13 | 1.1 |
| mux2 | 11 | 1.2 |
| a311oi | 13 | 1.2 |
| inv | 105 | 3.8 |
| xor2 | 19 | 1.7 |
| clkbuf | 50 | 1.8 |
| nand3 | 36 | 1.7 |
| o211ai | 43 | 3.2 |
| o21a | 9 | 0.65 |
| a211oi | 40 | 2.9 |
| dfrtp | 30 | 7.3 |
| mux4 | 14 | 3.1 |
| o31ai | 14 | 1.0 |
| a31oi | 24 | 1.5 |
| nand3b | 16 | 1.2 |
| nor2 | 117 | 4.3 |
| nor3 | 36 | 1.8 |
| nand2b | 20 | 1.2 |
| ha | 145 | 18 |
| a21o | 23 | 1.7 |
| xnor2 | 40 | 3.5 |
| o21ai | 116 | 5.7 |
| fa | 10 | 1.9 |
| and2 | 8 | 0.51 |
| mux2i | 32 | 3.1 |
| buf | 23 | 1.2 |
metal layers:
| layer | routed length, um | global-route usage (%) | vias to the layer above |
|---|---|---|---|
| met5 | 0 | 0 | - |
| met4 | 347 | 3.53 | 0 |
| met3 | 649 | 1.50 | 22 |
| met2 | 13500 | 45.6 | 172 |
| met1 | 13500 | 38.5 | 5070 |
| li1 | - | - | 5760 |
final timing paths:
check / startpoint / to / slack (ns)
setup / recovery: S4[0] / u_ff2.q[4] / 0.14
hold / removal: u_ff4.q[0] / u_ff5.q[0] / 0.46
setup reg to reg: u_ff3.q[0] / u_ff5.q[3] / 0.64
hold reg to reg: u_ff4.q[0] / u_ff5.q[0] / 0.46
max in group asynchronous: rst / u_ff3.q[1] / 4.26
min in group asynchronous: rst / u_ff5.q[1] / 0.82
final cells by class:
type / count / area (sq um) / share of cell area, %
Multi-Input combinational cell: 1205 / 9400 / 68.8
Timing Repair Buffer: 332 / 2630 / 19.2
Sequential cell: 30 / 751 / 5.49
Inverter: 108 / 414 / 3.03
Tap cell: 270 / 338 / 2.47
Clock buffer: 5 / 125 / 0.916
Clock inverter: 2 / 10.0 / 0.0733
cell usage in the layout, fill, tap and decap left out, types with 24 or more instances in the layout:
cell type and instances:
nor2b_1 24, a21oi_1 99, nor2_1 112, o211ai_1 41
nand2_1 118, nand3_1 36, mux2i_1 31, o21ai_0 97
dfrtp_1 30, buf_4 295, inv_1 86, nor3_1 33
ha_1 126, a211oi_1 34, xnor2_1 34
what timing repair did:
item,in CTS,in global routing
cloned,0,0
pin swaps,3,38
endpoints found under the setup margin,14,15
resized,9,128
buffers inserted,3,5
flip-flops by register name (all words and copies together) (netlist names):
signal,cells
u_ff1.q,5
u_ff2.q,5
u_ff3.q,5
u_ff4.q,5
u_ff5.q,5
u_ff6.q,5
cells by family (layout without fill, tap and decap cells):
kind of cell / count (synthesis) / after routing / synth area share, %
adders and majority gates: 162 / 162 / 20.2
DFF: 30 / 30 / 7.27
xor gates and xnor gates: 62 / 62 / 5.82
AOI/OAI and AO/OA: 505 / 505 / 32.8
buffers and inverters: 181 / 447 / 7.01
muxes: 57 / 57 / 7.39
and+or+nand+nor: 419 / 419 / 19.5
through the flow:
stage,area [sq um],TNS [ns]
after floorplan,10400,-0.0297
after global placement,12900,-4.85
after detailed placement,12900,-5.36
after CTS,13100,0
after global routing,13700,-0.164
final,13700,0
worst min-delay path: cells and delay by family (launching register included):
family / cells / cell delay [ns]
flops: 1 / 0.32
compound gates: 1 / 0.06
simple gates: 1 / 0.05
